===== design/flow/run.sh =====
#!/bin/bash
# OpenROAD 26Q1-2900-gdf79404cd8, Yosys 0.63+post, stock flow scripts
make -C /OpenROAD-flow-scripts/flow DESIGN_CONFIG=/design/flow/config.mk WORK_HOME=/design/flow/orfs finish

===== design/flow/config.mk =====
export PLATFORM = sky130hd
export DESIGN_NAME = jackpot
export DESIGN_NICKNAME = jackpot
export VERILOG_FILES = /design/flow/design.v
export SDC_FILE = /design/flow/constraint.sdc
export NUM_CORES = 4
export LEC_CHECK = 1
export CORE_AREA = 10 10 99 99
export DIE_AREA = 0 0 109 109

===== design/flow/constraint.sdc =====
current_design jackpot

set clk_period 3.5
set clk_io_pct 0.2

create_clock -name clk0 -period $clk_period [get_ports {CLOCK}]

set non_clock_inputs [all_inputs -no_clocks]
set_input_delay [expr $clk_period * $clk_io_pct] -clock clk0 $non_clock_inputs
set_output_delay [expr $clk_period * $clk_io_pct] -clock clk0 [all_outputs]

===== design/flow/design.v =====
`timescale 1ns / 1ps
module jackpot(
    input CLOCK,
    input [3:0] SWITCHES,
    input RESET,
    output [3:0] LEDS
);
reg [3:0] count;   
reg clk_out = 0;
reg [3:0] current;  
reg [27:0] counter = 0;  
always@(posedge clk_out)
    begin
        if (RESET == 1)  
            begin
                count <=4'b1000;
            end
        else if (count == 4'b0001)
            begin
                count <= 4'b1000;
            end
        else if (SWITCHES)
            begin
                current <= SWITCHES;  
                if ((SWITCHES[3:0])==count[3:0])
                    begin
                        count = 4'b1111;  
                    end
                else
                    begin
                        count <= {count[0], count[3:1]};
                    end
            end
        else  
             begin
                count <= {count[0], count[3:1]};
             end
end
always @ (posedge CLOCK)
    begin
        counter<= counter+1;
        if (counter==62500000)  
            begin
                counter<=0;
                clk_out = ~clk_out;  
            end
    end
    assign LEDS[3:0] = count[3:0];
endmodule

==> flow_summary.yaml <==
# generated from flow reports
status:
  outcome: "complete, no violations"
drt:
  wl_per_cell_um: 10.7
  via_per_inst: 4.28
  drc_errors: 0
  vias: 1204
  ant_nets: 0
  antenna-diode-count: 0
  wirelength_um: 3000
  drt_iter0_markers: 71
  drt_first_pass_iters: 4
power_and_ir_drop:
  p_leak_nw: 0.571
  peakVddDrop_mv: 0.252
  finalPower_w: 0.000613
  pwr_density_cell_mw_per_mm2: 338
grt:
  grt_first_pass_wirelength_um: 5090
  grt_max_degree: 14
  grt_pass1_vias: 1118
  antenna_found_initial: 0
  grt_overflow: 0
  grtUsageTotal: 0.0509
cts:
  clockBufferDepth: 2
  cts_tree: "yes"
  root_buffer: "clkbuf_8"
  post_cts_buffers: 0
  cts-resized-gates: 0
  clkLatencyLatePin_ns: 0.27
  htreeDepth: 2
  cts_inserted_buffers: 5
  clk_pin_slew_ns: 0.06
  holdBufCountCts: 0
hold_path:
  min_to: "counter[25]$_SDFF_PN0_"
  min_path_type: "reg2reg"
  hp-start: "counter[25]$_SDFF_PN0_"
  hold_depth: 1
logic_synthesis:
  syn-instance-count: 165
  ys_cells: 165
  ys.flop_type: "dfxtp_1"
  async_reset_ff_frac: 0
  logic_family: "simple AND/OR/NAND/NOR gates"
  top_cells_by_area: "dfxtp_1, xnor2_1, nand4_1"
  mux_share: 0.0197
  ys_area_mm2: 0.00152
  yosysUniqueCellTypes: 34
  ys_sh_adder: 0.0164
  yosysWarningCount: 1
  ys_sh_aoi: 0.0920
  edf_count: 1
  syn_area_per_cell_um2: 9.23
  synth_area_mm2: 0.00152
  yosys.area_share.xor_xnor: 0.121
  ys.flops: 33
  top_area_cell: "dfxtp_1"
  synth_seq_share: 0.440
  top_cell_area_share: 0.421
  synth-simple-area-share: 0.286
timing:
  period_used_share: 0.565
  unclocked_pins: 4
  hold_viol: 0
  max_slew_margin: 0.495
  whs_ns: 0.458
  finalSetupTns_ns: 0
  setup_violations: 0
  fmax_mhz: 506
  worst_pin_slew_ns: 0.751
  fin_skew_ns: 0.00186
  untimed_endpoints: 8
  worst_slack_ns: 1.52
  fin_crit_ns: 1.98
  rsz0062_at_grt: "no"
  slew_viol_final: 0
setup_path:
  r2r_start: "counter[12]$_SDFF_PN0_"
  worstSetupEndpointType: "register"
  start_kind: "register"
  ff2ff_setup_slack_ns: 1.52
  cp.required_ns: 3.65
  cp_data_arrival_time_ns: 2.13
  r2r_cells: 4
  crit_type: "reg2reg"
  reg2reg_to: "counter[11]$_SDFF_PN0_"
  crit_fanout: 13
placed_design:
  io_buffers: 9
  dp_hpwl_um: 2160
  dp_slack_ns: 1.50
  place_congestion: 0.860
flow_run:
  maxCapViolCount: 0
  warnings: 26
cells_and_area:
  lay_top_count: "dfxtp_1"
  drive_gt1_frac: 0.0726
  syn_to_final_growth_pct: 19.0
  most-common-layout-cells: "dfxtp_1, nor2_1, xnor2_1"
floorplanning:
  dieWidth_um: 109
  die_area_mm2: 0.0119
  row_count: 32
  die_h_um: 109
  io_pins: 10
  core_mm2: 0.00773
  fp-utilization: 0.197
[Yosys cell counts, types with 2 or more instances]
| master | number |
|---|---|
| a21oi_1 | 8 |
| and3_1 | 3 |
| dfxtp_1 | 32 |
| ha_1 | 2 |
| inv_1 | 6 |
| mux2i_1 | 3 |
| nand2_1 | 3 |
| nand3_1 | 12 |
| nand3b_1 | 2 |
| nand4_1 | 12 |
| nor2_1 | 18 |
| nor3_1 | 6 |
| nor4_1 | 5 |
| o211ai_1 | 3 |
| o21ai_0 | 6 |
| o31ai_1 | 4 |
| or3_1 | 3 |
| or4_4 | 2 |
| xnor2_1 | 15 |
| xor2_1 | 6 |
[cell families after synthesis]
| logic type | Yosys count |
|---|---|
| muxes | 3 |
| DFF | 33 |
| buffers and inverters | 8 |
| AOI/OAI and AO/OA | 23 |
| adders and majority gates | 2 |
| xor gates and xnor gates | 21 |
| and+or+nand+nor | 75 |
[sequential cells by signal (all words and copies together) (netlist names)]
signal and count:
count 4, counter 28, clk_out 1
[critical path, cell delays in order (launching register included)]
cell and delay, ns:
dfxtp_1 0.35, or4b_1 0.51, or4_4 0.57, nor2_4 0.33, nor2_1 0.09
[per-layer routing]
metal  part of all wire  up-vias  GRT usage
met4              0.012        0    0.00847
met3              0.082        4     0.0173
met2               0.39       27     0.0724
met5                  0        -          0
met1               0.52      539     0.0742
li1                   -      634          -
[area by class of cell]
type                       count  area (µm²)
fill                         831        5920
multi-input combinational    124         815
sequential                    33         671
tap                          102         128
timing repair buffer           9        90.1
clock buffer                   7        86.3
inverter                       6        22.5
[metrics by stage]
step	utilization	instances	instance area (µm²)
after floorplan	-	165	1520
after global placement	0.223	274	1730
after detailed placement	0.223	274	1730
after CTS	0.234	281	1810
after global routing	0.234	281	1810
final	0.234	281	1810
[how the worst max path moves through the flow]
stage                                   from                     end  slack [ns]  cells past startpoint
final                 counter[12]$_SDFF_PN0_  counter[11]$_SDFF_PN0_        1.52                      4
after global routing  counter[12]$_SDFF_PN0_  counter[19]$_SDFF_PN0_        1.42                      4
after CTS             counter[12]$_SDFF_PN0_  counter[11]$_SDFF_PN0_        1.50                      4
[where the power goes]
group	switching (W)	total [W]	internal, W
Combinational	0.00000541	0.0000133	0.00000785
Sequential	0	0.000332	0.000332
Clock	0.000113	0.000268	0.000155
Power is estimated from default activity; no workload was simulated.
