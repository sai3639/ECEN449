**/design/flow/constraint.sdc**
```tcl
current_design counter

set clk_period 5.6
set clk_io_pct 0.2

create_clock -name clk0 -period $clk_period [get_ports {CLOCK}]

set non_clock_inputs [all_inputs -no_clocks]
set_input_delay [expr $clk_period * $clk_io_pct] -clock clk0 $non_clock_inputs
set_output_delay [expr $clk_period * $clk_io_pct] -clock clk0 [all_outputs]
```
**/design/flow/run.sh**
```bash
#!/bin/bash
# OpenROAD 26Q1-2900-gdf79404cd8, Yosys 0.63+post, stock flow scripts
make -C /OpenROAD-flow-scripts/flow DESIGN_CONFIG=/design/flow/config.mk WORK_HOME=/design/flow/orfs finish
```
**/design/flow/design.v**
```verilog
`timescale 1ns / 1ps
module counter(
    input CLOCK,  
    input  RESET,  
    input BTN0,
    input BTN1,
    output [3:0] LEDS
);
reg[3:0] COUNT;  
reg [27:0] counter = 0;  
reg clk_out;
always@(posedge clk_out)
    begin
        if(RESET == 1)  
            begin
                COUNT<=0;
            end
        else if (BTN0 == 1)  
            begin
                COUNT <= COUNT + 1;  
            end
        else if (BTN1 == 1)  
            begin
                COUNT <= COUNT - 1;  
            end
    end
always@(posedge CLOCK)
    begin
        counter<= counter+1;
        if (counter==62500000)  
            begin
                counter<=0;
                clk_out = ~clk_out;  
            end
    end
    assign LEDS[3:0] = COUNT[3:0];
endmodule
```
**/design/flow/config.mk**
```make
export PLATFORM = sky130hd
export DESIGN_NAME = counter
export DESIGN_NICKNAME = counter
export VERILOG_FILES = /design/flow/design.v
export SDC_FILE = /design/flow/constraint.sdc
export NUM_CORES = 4
export LEC_CHECK = 1
export CORE_AREA = 10 10 107 107
export DIE_AREA = 0 0 117 117
```
==> flow_summary.ini <==
; yosys + openroad results
[outcome]
status = finished, final reports clean

[logic_synthesis]
synthCells = 161
ys_chip_area_um2 = 1530
syn_avg_cell_area_um2 = 9.53
synth_seq_share_pct = 43.7
async_reset_ff_share_pct = 0
ys_types = 32
yosys_cells = 161
yosys_warnings = 1
edf_count = 1
syn_area_um2 = 1530
synth_flops = 33
ys.flop_type = dfxtp_1

[route]
dr.first_iter.drc_count = 56
viasPerCell = 4.09
route.antenna.remaining_nets = 0
diodes = 0
drt-pass1-iter-count = 6
wl_per_cell_um = 10.2
vias = 1174
wl_um = 2930
post-route-drc-count = 0

[layout]
post-route-util_pct = 20.0
layout-drive-gt1-share_pct = 6.82
seq_area_um2 = 671
logic_area_um2 = 841
syn_to_final_growth_pct = 19.7
n_fill_cell = 998

[sta]
finalSetupViolations = 0
min_period_ns = 2.01
tightest_slew_ns = 0.842
final-max-slew-violation-count = 0
rsz0062_at_grt = no
unclocked_pins = 4
hold_viol_final = 0
setup_tns_ns = 0
finClkSkew_ns = 0.00760
finalCritPeriodShare_pct = 35.8
whs_ns = 0.456
maxSlewHeadroom_pct = 43.3
unconstrained_endpoints = 8
max_freq_mhz = 498

[floorplanning]
ioPinCount = 8
die_w_um = 117
die_area_um2 = 13700
row_count = 35
fp-utilization_pct = 16.7
core_um2 = 9200
die_height_um = 117

[run]
drv_cap = 0
warning_count = 26

[clock_network]
hold_buffers = 0
cts.path.max_buffers = 2
post_cts_buffers = 0
cts_tree = done
cts_buffers = 5
post_cts_resize_count = 0
clkLatencyLatePin_ns = 0.29
clkTransAtPathRegs_ns = 0.06
htree_num_levels = 2
root_buffer = clkbuf_8

[worst_setup_path]
crit_top_cell = nand3_1
critPathSlowestCell = nor3_1
crit_type = register to register
crit_required_ns = 5.78
start_kind = register
slowest_delay_ns = 0.71
cpLargestDelayFamily = simple AND/OR/NAND/NOR gates
crit_path_end_kind = register
worstPathMaxFanout = 7
arrival_ns = 2.18
crit_chain = ha_1 -> nand3_1 -> nor3_1 -> nand3_1 -> xnor2_1
worst-path-buf-inv = 0

[power_and_ir_drop]
swShare_pct = 20.4
comb_power_share_pct = 2.2
p_seq_share_pct = 53.0
ir_drop_mv = 0.0672
power_density_nw_per_um2 = 213
leakage_uw = 0.000645
power_uw = 392
p_int_uw = 312
switchingPower_uw = 79.9
p_clk_share_pct = 44.9

[global_route]
grt_pass1_wl_um = 5280
grt_pass1_vias = 1129
grt_max_degree = 13
antenna_found_initial = 0
overflow = 0
grtUsageTotal_pct = 4.53

[placement]
dpl.hpwl_um = 2150
port_buffers = 7
place.gp.congestion = 0.843

[min_path]
hold_path_class = register to register
## layout by cell type (no fill, tap or decap), types with 7 or more instances in the layout
cell type / n
dfxtp_1: 32
nor2_1: 16
xnor2_1: 15
nand4_1: 10
nand3_1: 10
and3_1: 8
o21ai_0: 7
clkdlybuf4s50_1: 7
## sequential cells by signal, summed over array words and instances, names as in the netlist
signal / flops
clk_out: 1
COUNT: 4
counter: 28
## cells in the mapped netlist (2+ instances only)
cell / number / area share [%]
mux2i_1: 6 / 3.9
nor2b_1: 3 / 1.2
o21ai_0: 7 / 2.3
or3_1: 2 / 0.82
nor2_1: 16 / 3.9
nor3_1: 4 / 1.3
nand4_1: 10 / 4.1
nand2_1: 5 / 1.2
nand3_1: 10 / 3.3
a21oi_1: 4 / 1.3
nor4_1: 6 / 2.4
and2_1: 2 / 0.82
inv_1: 5 / 1.2
xor2_1: 6 / 3.4
ha_1: 4 / 3.3
dfxtp_1: 32 / 42
xnor2_1: 15 / 8.6
and3_1: 8 / 3.3
and4_1: 3 / 1.7
## final timing paths
path / slack, ns / start / to / cells past startpoint
worst max register to register: 3.59 / counter[0] / counter[26] / 5
worst max-delay path: 3.59 / counter[0] / counter[26] / 5
worst min register to register: 0.46 / counter[25] / counter[25] / 1
worst min-delay path: 0.46 / counter[25] / counter[25] / 1
## through the flow
stage	area [µm²]	std cells	setup slack, ns
5_1_grt	1840	287	3.29
6_report	1840	287	3.59
2_1_floorplan	1530	161	3.95
3_3_place_gp	1750	279	3.64
3_5_place_dp	1750	279	3.64
4_1_cts	1840	287	3.61
## cells by family after synthesis
kind of cell / count (synthesis) / synth area share, %
adders and majority gates: 5 / 4.57
muxes: 7 / 4.65
xor gates and xnor gates: 21 / 12.0
and+or+nand+nor: 76 / 28.9
buffers and inverters: 6 / 1.47
AOI/OAI and AO/OA: 13 / 4.73
DFF: 33 / 43.7
## routing by layer
layer	up-vias	GRT usage [%]	share of wire, %
met5	-	0	0
met1	532	6.69	50
met4	0	0.659	1.6
met3	4	0.980	6.1
met2	28	6.79	42
li1	610	-	-
## cell type report
| type | count | share of cell area, % |
|---|---|---|
| clock buffer | 8 | 4.90 |
| inverter | 5 | 1.02 |
| multi-input combinational | 122 | 45.8 |
| sequential | 33 | 36.5 |
| tap | 111 | 7.56 |
| timing repair buffer | 8 | 4.22 |
## power groups by stage
stage | sequential [µW] | clock [µW] | combinational [µW]
global route | 207 | 189 | 9.59
CTS | 207 | 179 | 8.70
finish | 208 | 176 | 8.55
Power is estimated from default activity; no workload was simulated.
